==> design.v <==
module display_hex (
    input [3:0]data_in,
    output reg [6:0] display_out 
    );
always @(*) begin
    case (data_in)
        4'b0000:
            display_out = 7'b1000000;   
        4'b0001:
            display_out = 7'b1111001;   
        4'b0010:
            display_out = 7'b0100100;   
        4'b0011:
            display_out = 7'b0110000;   
        4'b0100:
            display_out = 7'b0011001;   
        4'b0101:
            display_out = 7'b0010010;   
        4'b0110:
            display_out = 7'b0000010;   
        4'b0111:
            display_out = 7'b1111000;   
        4'b1000:
            display_out = 7'b0000000;   
        4'b1001:
            display_out = 7'b0010000;   
        4'b1010:
            display_out = 7'b0001000;   
        4'b1011:
            display_out = 7'b0000011;   
        4'b1100:
            display_out = 7'b1000110;   
        4'b1101:
            display_out = 7'b0100001;   
        4'b1110:
            display_out = 7'b0000110;   
        4'b1111:
            display_out = 7'b0001110;   
    endcase
end
endmodule
==> run.sh <==
#!/bin/bash
# OpenROAD 26Q1-2900-gdf79404cd8, Yosys 0.63+post, stock flow scripts
make -C /OpenROAD-flow-scripts/flow DESIGN_CONFIG=/design/flow/config.mk WORK_HOME=/design/flow/orfs finish
==> config.mk <==
export PLATFORM = sky130hd
export DESIGN_NAME = display_hex
export DESIGN_NICKNAME = display_hex
export VERILOG_FILES = /design/flow/design.v
export SDC_FILE = /design/flow/constraint.sdc
export NUM_CORES = 4
export LEC_CHECK = 1
export CORE_AREA = 10 10 70 70
export DIE_AREA = 0 0 80 80
==> constraint.sdc <==
current_design display_hex

set clk_period 1.2
set clk_io_pct 0.2

create_clock -name clk0 -period $clk_period

set non_clock_inputs [all_inputs -no_clocks]
set_input_delay [expr $clk_period * $clk_io_pct] -clock clk0 $non_clock_inputs
set_output_delay [expr $clk_period * $clk_io_pct] -clock clk0 [all_outputs]
==> flow_summary_export.csv <==
group,metric,value,unit
placement,globalplace.congestion,0.8481,
placement,dpl_worst_slack,-1.244,ns
global_route,grt_overflow,0,
floorplan,fp-utilization,0.08059,
power,power_density,312.8,mW/mm^2
layout,fill_cells,382,
global_route,grt_max_degree,8,
synthesis,adder_share,0.3182,
worst_setup_path,worstSetupPathType,"in2out",
layout,layout-drive-gt1-share,0.7679,
final_timing,min_period,1.499,ns
floorplan,fp-row-count,21,
floorplan,die_w,80,um
power,total_leakage_power,0.2845,nW
synthesis,mux_area_frac,0.2818,
layout,ff_count,0,
worst_hold_path,worstHoldStart,"data_in[3]",
route,route.detailed.drc,0,
final_timing,worst_pin_slew,0.1525,ns
layout,clock_buffers,0,
worst_setup_path,max_stage_delay,0.34,ns
clock_tree,holdBufCountCts,0,
route,ant_nets,0,
synthesis,postSynthSeqShare,0,
worst_setup_path,endpoint_kind,"primary output",
synthesis,avgSynthCellArea,8.602,um^2
layout,finalNonFillerCells,102,
route,post_drt_wl_per_cell,9.480,um
route,totalWireLength,967,um
power,peakVddDrop,0.09640,mV
placement,placed_cell_area,536.8,um^2
synthesis,synthTopLogicFamily,"adder cells",
synthesis,syn_inst,32,
worst_setup_path,critPathLaunchType,"primary input",
floorplan,ios,11,
worst_setup_path,crit_slowest_cell,"or3b_1",
floorplan,die_area,0.006400,mm^2
status,status,"finished, violations left",
final_timing,final.period_utilization,1.249,
final_timing,finalMaxSlewViolations,0,
layout,flop_area,0,um^2
route,dr.pass1.iters,3,
layout,stdcell_area,649.4,um^2
final_timing,relSlewSlack,0.8954,
global_route,grtUsageTotal,0.03306,
synthesis,synth_top_area_share,0.3182,
final_timing,finalHoldViolCount,0,
floorplan,core,0.003416,mm^2
layout,final_core_util,0.1901,
synthesis,syn_area,275.3,um^2
synthesis,ys_chip_area,275.3,um^2
route,vias_per_cell,3.137,
worst_hold_path,hp-class,"in2out",
layout,area_growth,135.9,%
global_route,first_global_vias,377,
placement,io_buffers,11,
flow_run,tool_warnings,41,
final_timing,setup_viol,7,
global_route,grt_pass1_wl,1.773,mm
flow_run,cap_violations,0,
placement,dp_cells,96,
route,antenna_cells,0,
worst_setup_path,crit_arrival,1.26,ns
global_route,antenna_found_initial,0,
route,dr_total_vias,320,
synthesis,ys_sh_simple,0.1455,
route,drt-initial-drc-count,2,
synthesis,yosys_cells,32,
synthesis,ys_top_cells_by_count,"ha_1, nor2_1, mux2i_1, inv_1",
worst_setup_path,worst-path-buf-inv,3,
placement,hpwlAfterDp,711.3,um
status,failed_checks,"setup timing",
final_timing,max_freq,0.6670,GHz
floorplan,die_h,80,um
synthesis,ys_sh_xor,0,
worst_setup_path,path_max_fanout,5,
worst_setup_path,cp-startpoint,"data_in[1]",
synthesis,synth_cell_type_count,15,
worst_setup_path,critPathTopFamily,"simple AND/OR/NAND/NOR gates",
synthesis,synth_area_leader_cell,"ha_1",
worst_setup_path,cp.required,0.96,ns
synthesis,top_cells_by_area,"ha_1, mux2i_1, mux4_1",
final_timing,post-route-worst-setup-slack,-0.2992,ns
synthesis,synth_top_cell_by_count,"ha_1",
synthesis,ys_sh_aoi,0.1545,
final_timing,rsz0062_at_grt,"yes",
worst_setup_path,path_cells,"buf_12, inv_12, ha_4, and2b_2, or3b_1, o21ai_1, buf_2",
synthesis,yosysWarningCount,1,
-- logic make-up after synthesis --
kind of cell | Yosys count
AND/OR/NAND/NOR | 8
adder cells (fa/ha/maj) | 7
AND-OR/OR-AND | 6
multiplexers | 6
buffers and inverters | 5
-- power breakdown --
| part | total (W) | switching, W | internal [W] |
|---|---|---|---|
| Clock | 0 | 0 | 0 |
| Combinational | 0.000203 | 0.0000819 | 0.000121 |
| Sequential | 0 | 0 | 0 |
-- worst paths after layout --
check / to / slack [ns] / cells after the start
min: display_out[3] / 0.92 / 3
max: display_out[0] / -0.30 / 7
-- layout by cell type (no fill, tap or decap), types with 2 or more instances in the layout --
master / instances
o21ai_1: 2
buf_6: 6
a22o_1: 2
buf_4: 8
mux2i_1: 3
buf_12: 2
ha_4: 6
buf_2: 9
nor2_2: 3
nor2_1: 2
-- stage by stage --
step | power [W] | hold slack [ns] | TNS, ns
floorplan | 0.00007063 | 0.5801 | -0.01678
global placement | 0.0001692 | 1.482 | -7.840
detailed placement | 0.0001707 | 1.500 | -7.846
CTS | 0.0001970 | 0.9355 | -1.351
global route | 0.0002249 | 0.9706 | -1.577
finish | 0.0002031 | 0.9215 | -1.273
-- timing repair --
action | 4_1_cts | 5_1_grt
pin swaps | 9 | 5
cloned | 1 | 0
endpoints found under the setup margin | 7 | 7
gates resized | 65 | 3
buffers inserted | 5 | 0
-- metal layers --
layer	vias up	track usage	part of all wire
met5	-	0	0
met4	0	0.005282	0.020
met3	2	0.003409	0.017
met2	4	0.06902	0.58
met1	154	0.03373	0.38
li1	160	-	-
-- cell type report --
cell class,count,area (um^2),share of cell area
multi-input combinational,27,339.1,0.5222
timing repair buffer,26,221.5,0.3410
tap,46,57.56,0.08863
inverter,3,31.28,0.04817
Power is estimated from default activity; no workload was simulated.
