**design/flow/design.v**
```verilog
module D_FF 
#(parameter WIDTH=1)  
(
	input logic clk, rst,
	input logic [WIDTH-1:0] data_i,
	output logic [WIDTH-1:0] data_o
);
reg [WIDTH-1:0] data;
always_ff@ (posedge clk or negedge rst)
	if (!rst) begin
		data <= 0;
	end else begin
	data <= data_i;
	end
assign data_o=data;
endmodule 
module D_FF8b
#(parameter WIDTH=8)  
(
	input logic clk, rst,
	input logic [WIDTH-1:0] data_i,
	output logic [WIDTH-1:0] data_o
);
reg [WIDTH-1:0] data;
always_ff@ (posedge clk, negedge rst)
	if (!rst) begin
		data <= 0;
	end else begin
	data <= data_i;
	end
assign data_o=data;
endmodule 
module FA (
	input logic a, b, cin,
	output logic sum, cout
);
	assign sum = a ^ b ^ cin;
	assign cout = (a & b) | (cin & (a ^ b));
endmodule
module FA8b (
	input logic [7:0] a,
	input logic [7:0] b,
	input logic cin,
	output logic [7:0] sum,
	output logic cout, V 
	);
logic [7:0] carry;
FA fa1 (.sum(sum[0]), .a(a[0]), .b(b[0]^cin), .cin(cin), .cout(carry[0])); 		 
FA fa2 (.sum(sum[1]), .a(a[1]), .b(b[1]^cin), .cin(carry[0]), .cout(carry[1]));	 
FA fa3 (.sum(sum[2]), .a(a[2]), .b(b[2]^cin), .cin(carry[1]), .cout(carry[2])); 	 
FA fa4 (.sum(sum[3]), .a(a[3]), .b(b[3]^cin), .cin(carry[2]), .cout(carry[3])); 	 
FA fa5 (.sum(sum[4]), .a(a[4]), .b(b[4]^cin), .cin(carry[3]), .cout(carry[4])); 	 
FA fa6 (.sum(sum[5]), .a(a[5]), .b(b[5]^cin), .cin(carry[4]), .cout(carry[5])); 	 
FA fa7 (.sum(sum[6]), .a(a[6]), .b(b[6]^cin), .cin(carry[5]), .cout(carry[6])); 	 
FA fa8 (.sum(sum[7]), .a(a[7]), .b(b[7]^cin), .cin(carry[6]), .cout(cout)); 		 
xor ( V, cout, carry[6]);
endmodule
module lab1_ex2 (
	input logic [7:0] A0,
	input logic clk, rst, cin,
	output logic [0:0] overflow, Carry,
	output logic [7:0] sum
);
wire [7:0] wire1, wire2;
wire [0:0] V, cout;
D_FF8b dff8b0 (.clk(clk), .rst(rst), .data_i(A0), .data_o(wire1));
FA8b fa8b1 (.sum(sum), .a(wire2), .b(wire1), .cin(cin), .cout(cout), .V(V));
D_FF8b dff8b1 (.clk(clk), .rst(rst), .data_i(sum), .data_o(wire2));
D_FF dff0 (.clk(clk), .rst(rst), .data_i(V), .data_o(overflow));
D_FF dff1 (.clk(clk), .rst(rst), .data_i(cout), .data_o(Carry));
endmodule 
```
**design/flow/run.sh**
```bash
#!/bin/bash
# OpenROAD 26Q1-2900-gdf79404cd8, Yosys 0.63+post, stock flow scripts
make -C /OpenROAD-flow-scripts/flow DESIGN_CONFIG=/design/flow/config.mk WORK_HOME=/design/flow/orfs finish
```
**design/flow/config.mk**
```make
export PLATFORM = sky130hd
export DESIGN_NAME = lab1_ex2
export DESIGN_NICKNAME = lab1_ex2
export VERILOG_FILES = /design/flow/design.v
export SDC_FILE = /design/flow/constraint.sdc
export NUM_CORES = 4
export LEC_CHECK = 1
export CORE_AREA = 10 10 85 85
export DIE_AREA = 0 0 95 95
```
**design/flow/constraint.sdc**
```tcl
current_design lab1_ex2

set clk_period 7.1
set clk_io_pct 0.2

create_clock -name clk0 -period $clk_period [get_ports {clk}]

set non_clock_inputs [all_inputs -no_clocks]
set_input_delay [expr $clk_period * $clk_io_pct] -clock clk0 $non_clock_inputs
set_output_delay [expr $clk_period * $clk_io_pct] -clock clk0 [all_outputs]
```
==> flow_summary_export.csv <==
group,metric,value,unit
hold_path,hp-class,"flop to flop",
power,vdd_drop_max,104,uV
sta,period_needed,6.67,ns
route,diodes,0,
floorplanning,fp.dieH,95,um
clock_network,clockRootBuffer,"clkbuf_8",
global_route,grt_first_pass_wirelength,2300,um
setup_path,path_class,"input pin to primary output",
status,run_status,"completed",
sta,tightest_slew,0.775,ns
setup_path,crit_path_frequent_cell,"fa_1",
logic_synthesis,synthesis.area,800,sq um
logic_synthesis,syn_inst,57,
power,p_per_area,397,nW/um^2
clock_network,cts_resized,0,
clock_network,cts_tree,"done",
floorplanning,die_area,9030,sq um
final_layout,drive_gt1_share,5.56,%
global_route,grt_pass1_vias,477,
clock_network,post_cts_buffers,0,
sta,fin_skew,0.000799,ns
logic_synthesis,synth_flops,18,
global_route,antenna_found_initial,0,
sta,slew_violations,0,
place,dp_cells,141,
place,dpl.hpwl,1220,um
sta,finalHoldViolCount,0,
sta,rsz0062_at_grt,"false",
power,p_sw,115,uW
setup_path,cpLargestDelayFamily,"adder cells",
final_layout,logic_area,229,sq um
setup_path,cp_slowest_stage_delay,0.53,ns
place,io_buffers,20,
setup_path,crit_path_start_kind,"input pin",
final_layout,lay_top_count,"clkdlybuf4s50_1",
route,ant_nets,0,
global_route,grt_max_degree,19,
final_layout,syn_to_final_growth,33.5,%
route,drt_first_iter_violations,1,
sta,setup_viol,0,
final_layout,fill_cells,599,
sta,fmax,0.150,GHz
setup_path,crit_arrival,5.25,ns
global_route,track_usage,3.42,%
floorplanning,placementRows,27,
floorplanning,die_w,95,um
sta,fin_ws,0.429,ns
route,dr.pass1.iters,2,
global_route,grt-busiest-layer,"met2",
power,power.internal,309,uW
logic_synthesis,synth_warnings,2,
power,power_leakage,0.000466,uW
clock_network,clock_path_buffers,2,
sta,finalCritPeriodShare,94.0,%
global_route,grt_use_met3,2.24,%
clock_network,cts.sinks,18,
final_layout,seq_area,450,sq um
clock_network,clk_latency,0.24,ns
global_route,overflow,0,
clock_network,cts_buffers,3,
clock_network,h-tree-depth,1,
place,routabilityCongestion,0.743,
sta,fin_tns_setup,0,ns
clock_network,cts_hold_buf,0,
route,via_count,385,
setup_path,end_kind,"primary output",
place,pre_cts_ws,0.369,ns
clock_network,cts.clk_slew.worst_paths,0.06,ns
logic_synthesis,synth_cell_types,8,
setup_path,cpMaxStageDelayCell,"clkdlybuf4s50_1",
setup_path,required,5.68,ns
job,warnings,25,
route,viasPerCell,2.67,
sta,relSlewSlack,48.2,%
floorplanning,fp_util,14.6,%
route,drc,0,
power,p_total,424,uW
global_route,grt_util_met2,5.66,%
logic_synthesis,synth_chip_area,800,sq um
floorplanning,ioPinCount,21,
floorplanning,core_area,5470,sq um
setup_path,crit_buf_inv,5,
power,p_comb_share,49.1,%
power,power_frac_seq,35.1,%
setup_path,crit_chain,"clkdlybuf4s50_1 > xnor2_1 > fa_1 > fa_1 > fa_1 > fa_1 > inv_1 > fa_1 > inv_1 > fa_1 > inv_1 > fa_1 > clkdlybuf4s50_1",
logic_synthesis,yosys-stat-cells,57,
logic_synthesis,ys_seq_share,56.3,%
logic_synthesis,syn_avg_cell_area,14.0,sq um
job,maxCapViolations,0,
final_layout,final_cells,144,
route,wl,1400,um
setup_path,crit_fanout,3,
final_layout,layout_top_cells,"20 x clkdlybuf4s50_1, 18 x dfrtp_1, 13 x inv_1, 7 x fa_1, 6 x xnor2_1",
power,swShare,27.1,%
global_route,use_met1,3.76,%
power,pwr-share-clk,15.8,%
route,wl_per_cell,9.72,um
-- cell type report --
class	count	area share, %
Inverter	13	4.57
Multi-Input combinational cell	17	21.5
Clock buffer	3	3.87
Sequential cell	18	42.2
Tap cell	72	8.44
Timing Repair Buffer	21	19.5
-- path summary, 6_finish.rpt --
kind	start	endpoint	slack (ns)	cells past startpoint
max	cin	sum[7]	0.43	13
min	dff8b1.data[0]	dff8b1.data[0]	0.49	1
max reg2reg	dff8b0.data[1]	dff8b1.data[7]	3.70	11
min reg2reg	dff8b1.data[0]	dff8b1.data[0]	0.49	1
max in group asynchronous	rst	dff0.data	4.99	1
min in group asynchronous	rst	dff8b0.data[2]	1.63	1
-- registers in the layout, indices dropped and copies added, names as in the netlist --
register,flops
dff8b1.data,8
dff1.data,1
dff0.data,1
dff8b0.data,8
-- routing by layer --
layer  wire length (um)  up-vias
met1                525      190
li1                   -      181
met3                157        0
met4                  0        0
met5                  0        -
met2                716       14
-- power groups by stage --
stage         combinational, uW  clock, uW  sequential (uW)
CTS                         223       70.2              149
global route                241       77.0              153
finish                      208       67.0              149
-- metrics by stage --
stage	hold slack [ns]	util [%]	area, sq um
final	0.488	19.5	1070
after global routing	0.517	19.5	1070
after CTS	0.495	19.5	1070
after detailed placement	0.484	18.7	1030
after global placement	0.475	18.7	1030
after floorplan	0.458	-	800
-- kinds of logic (layout without fill, tap and decap cells) --
family | count (synthesis) | count (layout) | share of synthesized area [%]
multiplexers | 1 | 1 | 1.25
XOR/XNOR | 9 | 9 | 9.86
buffers and inverters | 22 | 37 | 15.0
adder cells (fa/ha/maj) | 7 | 7 | 17.5
flip-flops | 18 | 18 | 56.3
-- Yosys cell counts --
master,count,share of area [%]
buf_4,8,7.5
xnor2_1,6,6.6
buf_6,1,1.4
xor2_1,3,3.3
dfrtp_1,18,56
mux2i_1,1,1.3
fa_1,7,18
inv_1,13,6.1
Power figures rest on the tool's default switching activity, not on a simulated workload.
